### flow/design.v
module GCD(
  input         clock,
  input         reset,
  input  [15:0] io_value1,
  input  [15:0] io_value2,
  input         io_loadingValues,
  output [15:0] io_outputGCD,
  output        io_outputValid
);
  reg [15:0] x;  
  reg [15:0] y;  
  wire [15:0] _x_T_1 = x - y;  
  wire [15:0] _y_T_1 = y - x;  
  assign io_outputGCD = x;  
  assign io_outputValid = y == 16'h0;  
  always @(posedge clock) begin
    if (io_loadingValues) begin  
      x <= io_value1;  
    end else if (x > y) begin  
      x <= _x_T_1;  
    end
    if (io_loadingValues) begin  
      y <= io_value2;  
    end else if (!(x > y)) begin  
      y <= _y_T_1;  
    end
  end
endmodule
### flow/run.sh
#!/bin/bash
# OpenROAD 26Q1-2900-gdf79404cd8, Yosys 0.63+post, stock flow scripts
make -C /OpenROAD-flow-scripts/flow DESIGN_CONFIG=/design/flow/config.mk WORK_HOME=/design/flow/orfs finish
### flow/config.mk
export PLATFORM = sky130hd
export DESIGN_NAME = GCD
export DESIGN_NICKNAME = GCD
export VERILOG_FILES = /design/flow/design.v
export SDC_FILE = /design/flow/constraint.sdc
export NUM_CORES = 4
export LEC_CHECK = 1
export CORE_UTILIZATION = 50
### flow/constraint.sdc
current_design GCD

set clk_period 4.1
set clk_io_pct 0.2

create_clock -name clk0 -period $clk_period [get_ports {clock}]

set non_clock_inputs [all_inputs -no_clocks]
set_input_delay [expr $clk_period * $clk_io_pct] -clock clk0 $non_clock_inputs
set_output_delay [expr $clk_period * $clk_io_pct] -clock clk0 [all_outputs]
==> run summary <==
Physical design

Summing all placed instances gives a cell area of 3730 sq um. Per the post-run analysis, buffers plus inverters along the critical path come to 1. The per-cell routed wire length stands at 17.2 microns. The number of antenna diodes in the final layout is 0. The die covers 6870 sq um.

The worst-margin pin slew stands at 0.854 ns. The worst path needs 3.23 ns of the cycle, external delays included. The tool warning count stands at 42.

The total via count after detailed routing stands at 2901. The detail-routed via count per cell stands at 5.84. The endpoint required time on the critical path stands at 4.09 ns.

The total routed wirelength stands at 8530 microns. Walking the worst path, the cells encountered are ha_1 > o211a_1 > o31a_1 > or2_1 > a21oi_2 > o311ai_2 > buf_4. The first global-routing pass estimated 14000 microns of wire. The number of nets with antenna violations after routing stands at 0.

Post-route period utilization is reported as 78.7%. The Yosys warning count stands at 1. The number of sinks handled by clock tree synthesis stands at 32. At the floorplan stage, the core utilization is reported as 51.8%. The clock edge transition at the registers on the reported setup and hold paths stands at 0.07 ns.

The last weighted congestion value of the routability-driven placer stands at 0.950. Grouping stages by cell kind, the critical path spends the most delay in AND-OR/OR-AND gates. Post-CTS timing repair inserted 0 buffers for setup.

For reference, the final report shows the max-slew violation count at 0. Per the timing report, the achievable frequency comes out to 310 MHz. The total of hold buffers inserted after clock tree synthesis stands at 0. For this run, the final setup violation count is recorded as 0. The setup TNS stands at 0 ns.

By startpoint and endpoint, the worst setup path is classified as reg2reg. Counting tap cells, the placed design contains a total of 489 instances. The site row count stands at 29. The number of different library cells used by synthesis comes to 62. The flop and latch count out of synthesis stands at 32. The mean post-synth cell area stands at 8.67 sq um. The width of the die stands at 82.9 microns. The commonest register cell is edfxtp_1.

The arrival time of data at the critical path endpoint stands at 3.21 ns. The final report gives the core utilization as 60.9%. TritonCTS built the clock tree. The timing report shows that the slowest cell on the worst path is o311ai_2. The slew check shows that the tightest pin keeps a relative margin of 42.9%. The H-tree was split into 2 levels. The count of flip-flops with a built-in enable after synthesis stands at 32.

The worst setup path is captured at a register. Port buffering added 50 buffers. The critical path maximum fanout is 13. The number of failing hold endpoints at the final stage stands at 0.

The flow ran to the end, and the final reports show no timing, DRC or antenna violations. The area overhead of the layout relative to synthesis stands at 17.6%. The die is 82.9 microns tall. For this design, Yosys synthesis ends with a cell count of 377.

The total of max-cap violations stands at 0. The final report gives the standard cell area, fillers excluded, as 3850 sq um. The post-route clock skew stands at 0.00585 ns. The worst setup path is launched from a register.

Summed over all nets, the half-perimeter wirelength after detailed placement is 6690 microns. The pin count of the biggest net entering global routing stands at 34. After technology mapping, the gate count stands at 377.

After synthesis the cells add up to 3270 sq um. The first TritonRoute pass finished after 5 iterations.

The number of I/O pins stands at 52. The DRC violations left stands at 0. Post-CTS repair changed the size of 0 cells. The post-synthesis async set-or-reset flop share stands at 0%.

The finished layout holds 497 standard cells, fillers aside. The maximum clock path buffer count stands at 2. Setup repair after global routing left no endpoint under its margin. The global route stage reports its total congestion overflow as 0. According to the hold report, the worst path is of the reg2reg type. The fraction of final layout cells with drive strength greater than 1 stands at 8.81%. The number of antenna violations at the first check in global routing is 0.

The skew report gives the latency at the later pin of the worst-skew pair as 0.29 ns. CTS placed an instance of clkbuf_8 at the clock tree root. The sequential area share after synthesis stands at 29.4%. The yosys stat chip area stands at 3270 sq um.

Once iteration 0 of detailed routing completed, the report listed 275 DRC markers. The TritonCTS buffer count stands at 5. The total routing usage reported by global routing stands at 26.9%. The delay of the slowest critical-path stage stands at 0.77 ns. The floorplan step defined a core boundary enclosing 6310 sq um.

The via count of the first global-routing pass stands at 2652.
==> worst register-to-register path: cells and delay by family, from the launching register on <==
family	cells	cell delay (ns)
flops	1	0.42
buf+inv	1	0.36
compound gates	4	1.31
fa+ha+maj	1	0.65
simple gates	1	0.18
==> synthesized netlist by cell type (all sizes together), types with 2 or more instances <==
library cell   n  area, sq um
a21o           8         60.1
a21oi         31          170
a2111oi        4         35.0
a211oi         5         37.5
and4           4         37.5
a311oi         2         17.5
buf           13          115
ha            31          388
and3           4         30.0
fa             2         40.0
o31ai          3         32.5
o21ai         32          168
nand2b         6         37.5
nor3b          5         37.5
nor4           7         43.8
o22ai          5         31.3
nor3          10         60.1
inv           38          143
o311ai         2         17.5
clkbuf         7         66.3
nand3         11         60.1
nor2          19         71.3
xor2           3         26.3
o31a           5         47.6
edfxtp        32          961
mux2i          4         40.0
nor2b          3         18.8
or2            5         31.3
a31oi         10         62.6
xnor2          7         61.3
nand2         41          154
nand4          5         58.8
==> worst paths after layout <==
path                  startpoint        endpoint  slack, ns  depth (start not counted)
setup / recovery  x[5]$_DFFE_PP_  x[4]$_DFFE_PP_       0.87                          7
hold / removal    x[0]$_DFFE_PP_  y[0]$_DFFE_PP_       0.84                          2
setup reg to reg  x[5]$_DFFE_PP_  x[4]$_DFFE_PP_       0.87                          7
hold reg to reg   x[0]$_DFFE_PP_  y[0]$_DFFE_PP_       0.84                          2
==> sequential cells by signal, indices dropped and copies added, names as in the netlist <==
name	cells
x	16
y	16
==> per-layer routing <==
layer | GRT usage [%] | part of all wire, % | up-vias
li1 | - | - | 1462
met1 | 44.7 | 44 | 1306
met2 | 39.4 | 46 | 124
met3 | 5.25 | 8.6 | 9
met4 | 2.98 | 1.5 | 0
met5 | 0 | 0 | -
==> cell usage in the layout (no fill, tap or decap), types with 5 or more instances in the layout <==
cell type / n
a21o_1: 8
o21ai_0: 24
xnor2_1: 7
o21ai_1: 6
nor2_1: 19
a211oi_1: 5
clkdlybuf4s50_1: 50
ha_1: 31
nor4_1: 7
inv_1: 38
nand2_1: 41
nand2b_1: 6
nor3b_1: 5
edfxtp_1: 32
nand3_1: 10
a31oi_1: 10
nor3_1: 8
clkbuf_8: 5
o22ai_1: 5
a21oi_1: 29
buf_4: 5
==> cell type report <==
type	count	area, sq um
clock buffers	5	68.8
flip-flops and latches	32	961
inverters	38	143
repair buffers	55	538
well taps	77	96.3
clock inverters	3	42.5
multi-input cells	287	2000
fillers	547	2470
==> metrics by stage <==
step	hold WS [ns]	setup slack (ns)
finish	0.840	0.875
global route	0.918	0.639
CTS	0.855	0.849
detailed placement	0.834	0.872
global placement	0.831	0.891
floorplan	0.709	0.779
==> kinds of logic after synthesis <==
kind of cell,after synthesis,synth area share [%]
mux,4,1.22
fa+ha+maj,33,13.1
compound gates,115,22.9
xor+xnor,10,2.68
buf+inv,58,9.91
flops,32,29.4
simple gates,125,20.8
